[flow/constraint.sdc]
current_design apb_master

set clk_period 3.1
set clk_io_pct 0.2

create_clock -name clk0 -period $clk_period [get_ports {clk}]

set non_clock_inputs [all_inputs -no_clocks]
set_input_delay [expr $clk_period * $clk_io_pct] -clock clk0 $non_clock_inputs
set_output_delay [expr $clk_period * $clk_io_pct] -clock clk0 [all_outputs]
[flow/design.v]
module apb_master (
    input  wire        clk,
    input  wire        rst_n,
    output reg         psel,
    output reg         penable,
    output reg         pwrite,
    output reg  [7:0]  paddr,
    output reg  [31:0] pwdata,
    input  wire [31:0] prdata,
    input  wire        pready,
    input  wire        start,
    input  wire        rw,         
    input  wire [7:0]  addr,
    input  wire [31:0] wdata,
    output reg [31:0]  rdata,
    output wire        idle,
    output wire        busy
);
    localparam IDLE = 0, SETUP = 1, ACCESS = 2;
    reg [1:0] state;
    assign idle = (state == IDLE);
    assign busy = !idle;
    always @(posedge clk or negedge rst_n) begin
        if (!rst_n) begin
            psel    <= 0;
            penable <= 0;
            pwrite  <= 0;
            paddr   <= 0;
            pwdata  <= 0;
            rdata   <= 0;
            state   <= IDLE;
        end else begin
            case (state)
                IDLE: begin
                    if (start) begin
                        psel   <= 1;
                        penable<= 0;
                        pwrite <= rw;
                        paddr  <= addr;
                        pwdata <= wdata;
                        state  <= SETUP;
                    end
                end
                SETUP: begin
                    penable <= 1;
                    state   <= ACCESS;
                end
                ACCESS: begin
                    if (pready) begin
                        if (!rw)
                            rdata <= prdata;
                        psel    <= 0;
                        penable <= 0;
                        state   <= IDLE;
                    end
                end
            endcase
        end
    end
endmodule
[flow/config.mk]
export PLATFORM = sky130hd
export DESIGN_NAME = apb_master
export DESIGN_NICKNAME = apb_master
export VERILOG_FILES = /design/flow/design.v
export SDC_FILE = /design/flow/constraint.sdc
export NUM_CORES = 4
export LEC_CHECK = 1
export CORE_UTILIZATION = 50
[flow/run.sh]
#!/bin/bash
# OpenROAD 26Q1-2900-gdf79404cd8, Yosys 0.63+post, stock flow scripts
make -C /OpenROAD-flow-scripts/flow DESIGN_CONFIG=/design/flow/config.mk WORK_HOME=/design/flow/orfs finish
==> impl_metrics.json <==
{
  "outcome": "completed",
  "ys_seq_frac": 0.637,
  "arrival_ps": 2260,
  "synth_area_per_cell_sq_um": 17.6,
  "fin_worst_skew_ps": 6.29,
  "cts_num_sinks": 78,
  "fmax_ghz": 0.489,
  "setup_tns_ps": 0,
  "worst_slew_pin_slew_ps": 733,
  "grt_pass1_wl_mm": 10.9,
  "drive_gt1_frac": 0.290,
  "num_vias": 2013,
  "numPortBuffers": 153,
  "clock_latency_ps": 330,
  "grt_usage": 0.244,
  "fin_util": 0.821,
  "mappedNetlistArea_sq_um": 3070,
  "drt_iter0_markers": 75,
  "synthCells": 174,
  "area_leaders": "dfrtp_1, mux2_2, mux2_4",
  "cts.clk_slew.worst_paths_ps": 70,
  "numCtsBuffers": 9,
  "period_needed_ps": 2050,
  "fin_cells": 413,
  "root_buffer": "clkbuf_8",
  "hold_class": "in2async",
  "rsz0062_at_grt": "no",
  "io_pins": 154,
  "drt_drc_violations_left": 0,
  "cp_top_family": "buffers and inverters",
  "crit_buf_inv": 2,
  "syn2layout_area_growth_pct": 58.6,
  "via_per_inst": 4.87,
  "wl_per_cell_um": 17.3,
  "cpPeakStageDelay_ps": 490,
  "p_leak_nw": 2.16,
  "required_ps": 3320,
  "placed_area_sq_um": 4640,
  "cpMaxStageDelayCell": "clkdlybuf4s50_1",
  "die_area_sq_um": 6450,
  "cts-resized-gates": 0,
  "antenna_found_initial": 0,
  "grt_max_degree": 61,
  "routed_wl_mm": 7.14,
  "core_area_sq_um": 5920,
  "synth_cell_type_count": 19,
  "crit_chain": "clkdlybuf4s50_1 -> nand2_2 -> or2_2 -> buf_4 -> mux2_4",
  "worstPathMaxFanout": 15,
  "grt.overflow.total": 0,
  "diodes": 0,
  "yosys_cells": 174,
  "crit_path_start": "pready",
  "gp_congestion": 0.790,
  "powerDensity_nw_per_um2": 872,
  "ir_drop_mv": 0.513,
  "setup_violations": 0,
  "openroad.warnings": 26,
  "max-clock-path-buffers": 2,
  "fp-row-count": 28,
  "cts_tree": "yes",
  "synth-area-yosys_sq_um": 3070,
  "die_y_um": 80.3,
  "grt_pass1_vias": 2094,
  "fp-utilization": 0.518,
  "postCtsHoldBufs": 0,
  "postCtsSetupRepairBufs": 0,
  "htreeDepth": 3,
  "maxCapViolCount": 0,
  "final_area_sq_um": 4860,
  "slew_headroom": 0.511,
  "finalMaxSlewViolations": 0,
  "antenna_left": 0,
  "cp-end-kind": "register",
  "timing.rr.start": "state[1]",
  "first_pass_iters": 4,
  "yosys_warnings": 1,
  "ys.flops": 78,
  "holdWs_ps": 346,
  "dp_hpwl_mm": 4.96,
  "critPathKind": "in2reg",
  "yosysTopAreaCellShare": 0.629,
  "dpl.cell_count": 398,
  "finalHoldViolCount": 0,
  "start_kind": "input port",
  "die_w_um": 80.3,
  "top_area_cell": "dfrtp_1",
  "post-route-period-util": 0.660
}
==> cells by family (layout without fill, tap and decap cells) <==
| family | after synthesis | in the layout | share of synthesized area |
|---|---|---|---|
| simple gates | 5 | 5 | 0.00857 |
| flops | 78 | 78 | 0.637 |
| compound gates | 7 | 7 | 0.0159 |
| mux | 73 | 73 | 0.305 |
| buf+inv | 11 | 175 | 0.0335 |
==> metal layers <==
| layer | global-route usage | share of wire | vias to the layer above |
|---|---|---|---|
| met1 | 0.370 | 0.42 | 981 |
| met3 | 0.101 | 0.10 | 6 |
| li1 | - | - | 930 |
| met2 | 0.359 | 0.46 | 96 |
| met5 | 0 | 0 | - |
| met4 | 0.0357 | 0.012 | 0 |
==> report_power, final <==
group / switching [mW] / total, mW / internal, mW
Sequential: 0.269 / 1.78 / 1.51
Clock: 0.343 / 0.833 / 0.490
Combinational: 0.275 / 1.63 / 1.35
Total: 0.886 / 4.24 / 3.35
==> cells in the final DEF, fill, tap and decap left out, types with 2 or more instances in the layout <==
| master | count |
|---|---|
| clkdlybuf4s50_1 | 152 |
| inv_1 | 2 |
| clkinv_2 | 2 |
| bufinv_16 | 2 |
| dfrtp_1 | 77 |
| o21ai_0 | 3 |
| mux2_2 | 43 |
| clkbuf_8 | 11 |
| buf_4 | 4 |
| mux2_4 | 30 |
==> synth_stat cells <==
library cell,instances
inv_1,2
buf_6,1
nand2_1,1
buf_12,3
mux2_2,43
dfrtp_1,77
o22a_1,1
or2_1,1
nor2_1,1
clkinv_1,1
nor2b_1,1
a21o_2,1
dfstp_2,1
mux2_4,30
a21oi_1,1
o221a_2,1
o21ai_0,3
nand2_2,1
buf_2,4
==> registers in the layout, indices dropped and copies added, names as in the netlist <==
name / flops
pwdata: 32
paddr: 8
psel: 1
rdata: 32
pwrite: 1
penable: 1
state: 3
==> area by class of cell <==
| type | instances | area [sq um] |
|---|---|---|
| flip-flops and latches | 78 | 1950 |
| clock inverters | 4 | 70.1 |
| inverters | 3 | 11.3 |
| clock buffers | 11 | 151 |
| multi-input cells | 85 | 1010 |
| well taps | 75 | 93.8 |
| fillers | 343 | 1060 |
| repair buffers | 157 | 1570 |
==> worst paths after layout <==
check / slack [ps] / depth (start not counted) / to
max: 1050 / 5 / rdata[16]
min in group clk0: 470 / 1 / state[1]
min reg2reg: 470 / 1 / state[1]
max reg2reg: 1380 / 4 / rdata[27]
min: 350 / 1 / rdata[6]
max in group asynchronous: 1950 / 2 / state[0]
==> per-stage QoR <==
step | setup WS, ps | total power, mW
after floorplan | 1540 | 2.21
after global placement | 732 | 3.36
after detailed placement | 707 | 3.42
after CTS | 1070 | 4.29
after global routing | 1020 | 4.50
final | 1050 | 4.24
Power and IR drop assume default switching activity.

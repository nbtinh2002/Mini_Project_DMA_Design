## ./constraint.sdc

```tcl
current_design dma_controller

set clk_period 6.0
set clk_io_pct 0.2

create_clock -name clk0 -period $clk_period [get_ports {clk}]

set non_clock_inputs [all_inputs -no_clocks]
set_input_delay [expr $clk_period * $clk_io_pct] -clock clk0 $non_clock_inputs
set_output_delay [expr $clk_period * $clk_io_pct] -clock clk0 [all_outputs]
```

## ./run.sh

```bash
#!/bin/bash
# OpenROAD 26Q1-2900-gdf79404cd8, Yosys 0.63+post, stock flow scripts
make -C /OpenROAD-flow-scripts/flow DESIGN_CONFIG=/design/flow/config.mk WORK_HOME=/design/flow/orfs finish
```

## ./config.mk

```make
export PLATFORM = sky130hd
export DESIGN_NAME = dma_controller
export DESIGN_NICKNAME = dma_controller
export VERILOG_FILES = /design/flow/design.v
export SDC_FILE = /design/flow/constraint.sdc
export NUM_CORES = 4
export LEC_CHECK = 1
export CORE_UTILIZATION = 50
```

## ./design.v

```verilog
module apb_interface(
    input               clk,
    input               rst_n,
    input               dma_done,
    output reg          dma_start,
    output reg  [15:0]  size_dtrans,
    output reg  [31:0]  src_reg,
    output reg  [31:0]  dst_reg,
    input               psel,
    input               penable,
    input               pwrite,
    input       [7:0]   paddr,
    input       [31:0]  pwdata,
    output reg  [31:0]  prdata,
    output reg          pready
);
    reg         dma_busy;
    reg [31:0]  ctrl_reg;
    wire        write_en = psel && penable && pwrite && !dma_busy;
    wire        read_en  = psel && penable && !pwrite;
    always @(posedge clk or negedge rst_n) begin
        if (!rst_n) begin
            ctrl_reg    <= 0;
            src_reg     <= 0;
            dst_reg     <= 0;
            prdata      <= 0;
        end else begin
            if (write_en) begin
                case (paddr)
                    8'h00: ctrl_reg <= pwdata;
                    8'h08: src_reg  <= {pwdata[31:2], 2'b00};
                    8'h0C: dst_reg  <= {pwdata[31:2], 2'b00};
                    default:;
                endcase
            end
            if (read_en) begin
                case (paddr)
                    8'h00: prdata <= ctrl_reg;
                    8'h04: prdata <= {{30{1'b0}}, dma_done, dma_busy};
                    8'h08: prdata <= src_reg;
                    8'h0C: prdata <= dst_reg;
                    default: prdata <= 32'b0;
                endcase
            end
        end
    end
    always @(posedge clk or negedge rst_n) begin
        if (!rst_n) begin
            dma_start   <= 0;
            size_dtrans <= 0;
        end else if (!dma_busy && write_en && paddr == 8'h00 && pwdata[0]) begin
            dma_start   <= 1;
            size_dtrans <= pwdata[31:16];
        end else begin
            dma_start <= 0;
        end
    end
    always @(posedge clk or negedge rst_n) begin
        if (!rst_n)
            dma_busy <= 0;
        else if (dma_start)
            dma_busy <= 1;
        else if (dma_done)
            dma_busy <= 0;
    end
    always @(posedge clk or negedge rst_n) begin
        if (!rst_n)
            pready <= 0;
        else
            pready <= (psel && penable);
    end
endmodule
module controller(
    input	clk,
    input   rst_n,
    input               dma_start,  
    input       [15:0]  size_dtrans,
    input       [31:0]  src_reg,
    input       [31:0]  dst_reg,
    output reg          dma_done,
    output reg          start_read,
    output reg  [15:0]  r_size_data,
    output reg  [31:0]  raddr_reg,
	input               read_done,
    output reg          start_write,
    output reg  [15:0]  w_size_data,
    output reg  [31:0]  waddr_reg,
    input               write_done
);
localparam [31:0] IDLE = 0, WAIT_DONE = 1;
reg state;
reg read_completed;
localparam [31:0] RAM_LIMIT = 32'h0001_0000;
always@(posedge clk or negedge rst_n) begin
	if(!rst_n) begin
		dma_done	<= 0;
		start_read	<= 0; 
		r_size_data	<= 0;
		raddr_reg	<= 0;
		start_write	<= 0;
		w_size_data	<= 0;
		waddr_reg	<= 0;
		state		<= IDLE;
		read_completed	<= 0;
	end else begin
		dma_done	<= 0;
		start_read	<= 0;
		start_write	<= 0;
		case(state)
			IDLE: begin
					read_completed	<= 0;
					if(dma_start&&(dst_reg+size_dtrans<RAM_LIMIT)&&(src_reg+size_dtrans<RAM_LIMIT)) begin
						start_read	<= 1;
						start_write	<= 1;
						r_size_data	<= size_dtrans;
						w_size_data	<= size_dtrans;
						raddr_reg	<= src_reg;
						waddr_reg	<= dst_reg;
						state		<= WAIT_DONE;
					end else begin
						dma_done	<= 1;
					end
			end
			WAIT_DONE: begin
					start_read		<= 0;
					start_write		<= 0;
					if(read_done) begin
						read_completed	<= 1;
					end
					if(write_done&&read_completed) begin
						dma_done	<= 1;
						state		<= IDLE;
					end
			end
			default:;
		endcase
	end
end
endmodule
module dma_controller(
	input	clk,
	input	rst_n,
	input		psel,
	input		penable,
	input		pwrite,
	input [7:0]	paddr,
	input [31:0]pwdata,
	output reg [31:0]	prdata,
	output reg			pready,
	output reg			axi_arvalid,
	output reg 	[31:0]	axi_araddr,
	input				axi_arready,
	input 				axi_rvalid,
	input		[31:0]	axi_rdata,
	output reg			axi_rready,
	output reg			axi_awvalid,
	output reg	[31:0]	axi_awaddr,
	input				axi_awready,
	output reg			axi_wvalid,
	output reg  [3:0]	axi_wstrb,
	output reg	[31:0]	axi_wdata,
	input				axi_wready,
	input				axi_bvalid,
	output reg			axi_bready
);
wire 		dma_start, dma_done;
wire [15:0] size_dtrans;
wire [31:0] src_reg, dst_reg;
wire 		start_read;
wire [15:0]	r_size_data;
wire [31:0] raddr_reg;
wire		read_done;
wire 		start_write;
wire [15:0]	w_size_data;
wire [31:0] waddr_reg;
wire		write_done;
wire		wen, ren;
wire		fifo_full;
wire		fifo_empty;
wire [31:0] data_in;
wire [31:0] data_out;
	apb_interface app_intf0(.clk(clk), 		
							.rst_n(rst_n) ,
							.dma_done(dma_done),	
							.dma_start(dma_start),	
							.size_dtrans(size_dtrans),
							.src_reg(src_reg),		
							.dst_reg(dst_reg),
							.psel(psel),		
							.penable(penable),
							.pwrite(pwrite),
    						.paddr(paddr),
    						.pwdata(pwdata),
    						.prdata(prdata),
    						.pready(pready)
						);
	controller ctrl0(.clk(clk),
					.rst_n(rst_n),
					.dma_start(dma_start),
					.size_dtrans(size_dtrans),
					.src_reg(src_reg),
					.dst_reg(dst_reg),
					.dma_done(dma_done),
					.start_read(start_read),
					.r_size_data(r_size_data),
					.raddr_reg(raddr_reg),
					.read_done(read_done),
					.start_write(start_write),
					.w_size_data(w_size_data),
					.waddr_reg(waddr_reg),
					.write_done(write_done)
				);
	read_axi4_interface	rd_axi40(	.clk(clk),
									.rst_n(rst_n),
									.start_read(start_read),
									.r_size_data(r_size_data),
									.raddr_reg(raddr_reg),
									.read_done(read_done),
									.fifo_full(fifo_full),
									.wen(wen),
									.data_in(data_in),
									.axi_arvalid(axi_arvalid),
									.axi_araddr(axi_araddr),
									.axi_arready(axi_arready),
									.axi_rvalid(axi_rvalid),
									.axi_rdata(axi_rdata),
									.axi_rready(axi_rready)
								);
	fifo fifo0 (	.clk(clk),
    				.rst_n(rst_n),    
					.data_in(data_in),
   					.wen(wen),
    				.fifo_full(fifo_full),
    				.ren(ren),
    				.fifo_empty(fifo_empty),
    				.data_out(data_out)
				);
	write_axi4_interface wr_axi40(	.clk(clk),
									.rst_n(rst_n),
    								.start_write(start_write),
    								.w_size_data(w_size_data),
   									.waddr_reg(waddr_reg),
    								.write_done(write_done),
    								.fifo_empty(fifo_empty),
    								.data_out(data_out),
    								.ren(ren),
    								.axi_awvalid(axi_awvalid),
    								.axi_awaddr(axi_awaddr),
    								.axi_awready(axi_awready),
    								.axi_wvalid(axi_wvalid),
    								.axi_wstrb(axi_wstrb),
    								.axi_wdata(axi_wdata),
    								.axi_wready(axi_wready),
    								.axi_bvalid(axi_bvalid),
    								.axi_bready(axi_bready)
								);
endmodule
module fifo #(
    parameter DATA_WIDTH = 32,
    parameter ADDR_WIDTH = 4
)(
    input	clk,	
    input 	rst_n,		
    input [DATA_WIDTH-1:0] 	data_in,	 
    input					wen,		 
    output 					fifo_full,   
    input 					ren,  		 
    output 					fifo_empty,	 
    output reg [DATA_WIDTH-1:0] data_out 
);
    localparam DEPTH = 1 << ADDR_WIDTH;  
    reg [DATA_WIDTH-1:0] fifo_mem[0:DEPTH-1];  
    reg [ADDR_WIDTH:0] wr_ptr;  
    reg [ADDR_WIDTH:0] rd_ptr;  
    assign fifo_full  = (wr_ptr[ADDR_WIDTH] != rd_ptr[ADDR_WIDTH]) && 
						(wr_ptr[ADDR_WIDTH-1:0] == rd_ptr[ADDR_WIDTH-1:0]);
    assign fifo_empty = (wr_ptr == rd_ptr);
    always @(posedge clk or negedge rst_n) begin
        if (!rst_n) begin
            wr_ptr <= 'b0;
        end else if (wen && !fifo_full) begin
            fifo_mem[wr_ptr[ADDR_WIDTH-1:0]] <= data_in;
            wr_ptr <= wr_ptr + 1;                       
        end
    end
    always @(posedge clk or negedge rst_n) begin
        if (!rst_n) begin
            rd_ptr <= 'b0;
        end else if (ren && !fifo_empty) begin
			data_out <= fifo_mem[rd_ptr[ADDR_WIDTH-1:0]];
            rd_ptr <= rd_ptr + 1;
        end
    end
endmodule
module read_axi4_interface(
	input	clk,
	input 	rst_n,
	input 		 start_read,
	input [15:0] r_size_data,
	input [31:0] raddr_reg,
	output reg	 read_done,
	input		 	fifo_full,
	output reg		wen,
	output reg[31:0]data_in,
	output reg		axi_arvalid,
	output reg[31:0]axi_araddr,
	input 			axi_arready,
	input			axi_rvalid,
	input [31:0]	axi_rdata,
	output reg		axi_rready
	);
reg [1:0] r_state;
reg [16:0] read_cnt;
localparam R_IDLE = 0, R_ADDR = 1, R_DATA = 2;
always@(posedge clk or negedge rst_n) begin
    if(!rst_n) begin
		read_done	<= 0;
		wen			<= 0;
		data_in		<= 0;
        axi_arvalid <= 0;
        axi_araddr  <= 0;
        axi_rready 	<= 0;
		read_cnt	<= 0;
		r_state		<= R_IDLE;
    end else begin
		wen			<= 0;
		read_done	<= 0;
        case(r_state)
			R_IDLE: begin
        			axi_arvalid <= 0;
        			axi_araddr  <= 0;
					read_cnt	<= 0;
					if(start_read) begin
						r_state	<= R_ADDR;
					end
			end
            R_ADDR: begin
					axi_araddr	<= raddr_reg + read_cnt;
					if(!axi_arvalid) begin
						axi_arvalid	<= 1;
					end
					if(axi_arvalid&&axi_arready) begin
						axi_arvalid	<= 0;	
						r_state		<= R_DATA;
					end
			end
           	R_DATA: begin
					if(axi_rvalid&&!fifo_full) begin
						axi_rready	<= 1;
						data_in		<= axi_rdata;
					end 
					if(axi_rvalid&&axi_rready&&(!fifo_full)) begin
						wen			<= 1;
						axi_rready	<= 0;
						read_cnt	<= read_cnt + 4;
						if(read_cnt+4 < r_size_data) begin
							r_state		<= R_ADDR;
						end else begin
							read_done	<= 1;
							r_state		<= R_IDLE;
						end
					end 
			end
			default:begin
					r_state <= R_IDLE;
					end
        endcase
	end
end
endmodule
module write_axi4_interface(
	input	clk,
	input	rst_n,
	input			start_write,
	input [15:0]	w_size_data,
	input [31:0]	waddr_reg,
	output reg		write_done,
	input 			fifo_empty,
	input [31:0]	data_out,
	output reg		ren,
	output reg		 axi_awvalid,
	output reg[31:0] axi_awaddr,
	input			 axi_awready,
	output reg		 axi_wvalid,
	output reg [3:0] axi_wstrb,
	output reg[31:0] axi_wdata,
	input			 axi_wready,
	input			 axi_bvalid,
	output reg		 axi_bready
);
reg [2:0] w_state;
reg[15:0] write_cnt;
localparam W_IDLE = 0, W_ADDR = 1,W_DATA = 2, W_RESP = 3;
reg wait_data;
always@(posedge clk or negedge rst_n) begin
    if(!rst_n) begin
		write_done	<= 0;
		ren			<= 0;
		axi_awvalid	<= 0;
		axi_awaddr	<= 0;
		axi_wvalid	<= 0;
		axi_wstrb	<= 0;
		axi_wdata	<= 0;
		axi_bready	<= 0;
		write_cnt	<= 0;
		w_state		<= W_IDLE;
	end else begin
		ren			<= 0;
		write_done	<= 0;
		case(w_state) 
			W_IDLE:	begin
					write_cnt		<= 0;
					axi_awvalid		<= 0;
					axi_awaddr		<= 0;
					axi_wvalid		<= 0;
					axi_wstrb		<= 0;
					axi_wdata		<= 0;
					axi_bready		<= 0;
					if(start_write) begin
						w_state	<= W_ADDR;
					end	
				end
			W_ADDR: begin
					axi_awvalid		<= 1;
					axi_awaddr		<= waddr_reg + write_cnt;
					if(axi_awready&&!fifo_empty) begin
						axi_awvalid	<= 0;
						ren			<= 1;
						wait_data	<= 1;
						w_state		<= W_DATA;
					end
				end
			W_DATA: begin
					axi_wdata  <= data_out;
					if(wait_data) begin
						wait_data    <= 0;
					end else if(!axi_wvalid) begin
						axi_wvalid	<= 1;
						if(write_cnt+4>= w_size_data) begin
							case(w_size_data[1:0])
								2'b00: axi_wstrb <= 4'b1111;
								2'b01: axi_wstrb <= 4'b0001;
								2'b10: axi_wstrb <= 4'b0011;
								2'b11: axi_wstrb <= 4'b0111;
								default:;
							endcase
						end else begin
							axi_wstrb	<= 4'b1111;
						end
					end
					if(axi_wvalid&&axi_wready) begin
						axi_wvalid	<= 0;
						w_state		<= W_RESP;
					end
				end
			W_RESP: begin
					if(axi_bvalid&&!axi_bready) begin
						axi_bready	<= 1;
						write_cnt	<= write_cnt + 4; 
					end
					if(axi_bvalid&&axi_bready) begin
						axi_bready	<= 0;
						if(write_cnt<w_size_data) begin
							w_state		<= W_ADDR;
						end else begin
							w_state		<= W_IDLE;
							write_done	<= 1;
						end
					end
				end
			default:begin
					w_state	<= W_IDLE;	
				end
		endcase
	end
end
endmodule
```

==> changes_impl.md <==
## Flow update

- Status: finished clean
- Final WL: 113,000 um
- Critical path class: register to register
- Slew HR: 40.1%
- Crit path largest cell delay: 0.59 ns
- Internal cell power: 10.2 mW
- Final worst setup slack: 1.68 ns
- First-pass GRT wire length: 170,000 um
- XOR/XNOR Fraction of Synth Area: 2.05%
- Post-Syn Area per Cell: 13.3 sq um
- Adder Share, Synth: 3.53%
- Stage-log warning count: 34
- Net switching fraction of the power: 20.8%
- Skew final: 0.0402 ns
- Critical Path Fanout Max: 78
- Yosys stat chip area: 40,200 sq um
- Unrepaired setup endpoints after global routing: no
- Vias/cell: 6.01
- Core Region: 79,300 sq um
- Area fraction in mux cells: 5.24%
- Leak Pwr: 17.5 nW
- Hold WS: 0.439 ns
- Power per cell area: 275 nW/um^2
- CTS Buf Count: 98
- Largest net degree at the start of global routing: 79
- DRC Markers: 0
- DR WL/cell: 25.7 um
- Least-Margin Pin Slew: 0.898 ns
- Setup violators final: 0
- Worst Path Arrival: 4.86 ns
- Initial DRC Count: 2,154
- Post_cts resized: 0
- Final Hold Vio Count: 0
- Synth cell count leaders: 545 x edfxtp_1, 404 x dfrtp_1, 370 x nand2_1
- Setup_tns: 0 ns
- Placer Congestion: 0.931
- H-tree Lvls: 3
- Mapped Cells: 3,030
- Cell type with the largest total area: edfxtp_1
- Die W: 285 um
- Die Ht: 285 um
- Largest logic family: AND-OR/OR-AND gates
- Tcrit/Tclk final: 72.1%
- DIE AREA: 81,500 sq um
- Main area contributors: edfxtp_1 41%, dfrtp_1 25%, mux2_2 4.5%, a22oi_1 3.5%, nand2_1 3.5%
- Crit. End Element: register
- Placement Rows: 103
- Seq pwr share: 53.6%
- Peak supply drop: 227 uV
- Yosys cell types: 80
- Initial antenna violation count: 3
- Share of post-route cells with drive strength above 1: 11.9%
- Area Overhead vs Synth: 16.2%
- Pre-CTS setup slack: 1.73 ns
- Crit path required time: 6.54 ns
- CTS root buf: clkbuf_16
- Number of global-route vias before repair: 26,800
- CTS Sinks: 951
- PortBufs: 215
- Clock power frac: 44.9%
- FFs w/ async S/R, synth: 42.7%
- Hold buffer count at CTS: 0
- Yosys top cell by instances: edfxtp_1
- DRT antenna net count: 0
- Slowest cell on the critical path: or4_1
- Total gr overflow: 0
- Top area contributor share: 40.8%
- Mapped Area: 40,200 sq um
- Yosys reg bits: 951
- # IOs: 220
- Worst path cell trace: ha_1 > nand4_1 > a21oi_1 > o211ai_1 > a31oi_2 > o2111ai_1 > or4_1 > a221o_1 > nor4_4 > buf_12 > mux2_2
- Via count: 26,300
- Worst-path clk slew: 0.06 ns
- Ys flop type: edfxtp_1
- Gr usage total: 30.7%
- Final cell count without fillers: 4,382
- Synth warnings: 6
- Dpl hpwl: 70,700 um
- MaxCap Viol Count: 0
- CTS tree: yes
- Combinational Power Share: 1.6%
- Startpoint types: register
- # Post-CTS Setup Buffers: 0
- Gate Area: 12,900 sq um
- Fill count: 6,025
- Yosys Instances: 3,030
- FMAX: 231 MHz
- Flip-flops with a built-in enable: 545
- Yosys aoi share: 11.7%
- Minimum clock period: 4.32 ns
- Reg area: 26,500 sq um
- Latency at later pin: 0.68 ns
- DP Cell Count: 4,198
- Simple share: 9.31%
- Seq share, synth: 66.1%
- Slew Limit Fails: 0
- Initial Utilization: 50.7%
- Psw: 2.67 mW
- HP Class: input pin to asynchronous set/reset pin
- Clk buf depth: 3
- Max FFs per register: 512
- First-pass DRT Iterations: 7
-- worst max-delay path, delay by kind of cell (launching register included) --
| kind | cells | cell delay (ns) |
|---|---|---|
| adders and majority gates | 1 | 0.36 |
| DFF | 1 | 0.41 |
| buffers and inverters | 1 | 0.41 |
| muxes | 1 | 0.40 |
| and+or+nand+nor | 3 | 0.88 |
| AOI/OAI and AO/OA | 5 | 1.65 |
-- routing by layer --
layer / share of wire [%] / vias up / track usage (%)
met5: 0.012 / - / 0.523
met2: 44 / 1333 / 41.4
met4: 2.2 / 2 / 5.82
met1: 41 / 12900 / 47.6
li1: - / 11900 / -
met3: 13 / 168 / 17.2
-- placed cells by master, fill, tap and decap left out, types with 14 or more instances in the layout --
cell / n
ha_1: 110
nand4_1: 61
mux2_2: 161
a22o_1: 81
and3_1: 35
a22oi_1: 186
edfxtp_1: 545
nand3_1: 89
nand2_1: 369
dfrtp_1: 404
xor2_1: 47
and2_1: 21
a21o_1: 33
clkdlybuf4s50_1: 214
o21ai_0: 136
clkbuf_1: 38
a221oi_1: 23
a21oi_1: 82
nor3_1: 20
clkbuf_16: 99
a222oi_1: 27
buf_4: 61
nor2_1: 108
mux2_1: 18
inv_1: 50
xnor2_1: 47
clkinv_2: 14
-- cells by family after synthesis --
kind of cell / Yosys count
DFF: 951
and+or+nand+nor: 806
AOI/OAI and AO/OA: 665
buffers and inverters: 213
muxes: 188
adders and majority gates: 112
xor gates and xnor gates: 94
other: 1
-- final timing paths --
path                                          start                       to  slack, ns  cells after the start
setup / recovery           app_intf0.size_dtrans[8]     ctrl0.w_size_data[5]       1.68                     11
hold / removal                                rst_n  wr_axi40.axi_awaddr[25]       0.44                      1
setup reg to reg           app_intf0.size_dtrans[8]     ctrl0.w_size_data[5]       1.68                     11
hold reg to reg              app_intf0.ctrl_reg[22]   app_intf0.ctrl_reg[22]       0.47                      2
max in group asynchronous                     rst_n      app_intf0.dma_start       3.67                      3
min in group clk0            app_intf0.ctrl_reg[22]   app_intf0.ctrl_reg[22]       0.47                      2
-- per-stage QoR --
step / cell area (sq um) / util [%] / total power, mW
after global placement: 43600 / 55.0 / 7.22
after global routing: 46700 / 58.9 / 13.2
after CTS: 46700 / 58.9 / 13.0
after floorplan: 40200 / - / 7.06
final: 46700 / 58.9 / 12.9
after detailed placement: 43600 / 55.0 / 7.22
-- area by class of cell --
type | instances | share of cell area (%)
sequential | 951 | 56.8
clock inverter | 35 | 0.670
antenna | 2 | 0.0107
inverter | 51 | 0.410
clock buffer | 147 | 5.91
multi-input combinational | 1869 | 27.7
timing repair buffer | 277 | 5.64
tap | 1050 | 2.81
-- power by group through the flow --
stage,sequential [mW],combinational (mW),clock (mW)
final,6.89,0.201,5.77
after global routing,6.88,0.222,6.14
after CTS,6.89,0.206,5.87
Power figures rest on the tool's default switching activity, not on a simulated workload.
